File: flow/run.sh
#!/bin/bash
# OpenROAD 26Q1-2900-gdf79404cd8, Yosys 0.63+post, stock flow scripts
make -C /OpenROAD-flow-scripts/flow DESIGN_CONFIG=/design/flow/config.mk WORK_HOME=/design/flow/orfs finish
File: flow/design.v
module ALU(
input wire [1:0] in_A,
input wire [1:0] in_B,
input [4:0] opcode,
output reg [1:0] res,
output reg status
);
always @(*) begin
	status = 0;
	case (opcode)
		4'b00000: 
			begin
				if (in_A + in_B > 3) begin
					status = 1'b1;
				end
				res = in_A + in_B;
			end
		4'b00001:
			begin
				if (in_A < in_B && in_A == 0) begin
					status = 1'b1;
				end
				res = in_A - in_B;
			end
		4'b0010:
			begin
				if (in_A == in_B) begin
					res = 1'b1;
				end
				else res = 0;
			end
		4'b0011:
			begin
				res = in_A || in_B;
			end
		4'b0100:
			begin
				res = !in_A;
			end
		4'b0101:
			begin
				res = in_A ^ in_B;
			end
		4'b0110:
			begin
				status = 1'b1;
				res = !in_A;
			end
		4'b0111:
			begin
				status = 1'b1;
				res = !in_A + 1'b1;
			end
		4'b1000:
			begin
				res = in_A <<< 1;
			end
		4'b1001:
			begin
				res = in_A >>> 1;
			end
		4'b1010:
			begin
				res = in_A << 1;
			end
		4'b1011:
			begin
				res = in_A >> 1;
			end
		4'b1100:
			begin
				res = {in_A[1], in_A[0]};
			end
		4'b1101:
			begin
				res = {in_A[1], in_A[0]};
			end
	endcase
end
endmodule	
module Top (
input fast_clk,
output led, flag, flg,
output [1:0] ubCounter,
output [1:0] in1, in2, resul,
output [2:0] i,
output [4:0] opcd
);
wire [1:0] in_A, in_B, res;
wire [4:0] opcode;
wire status;
ALU ALU(
	.in_A (in_A),
	.in_B (in_B),
	.res (res),
	.status (status),
	.opcode (opcode)
);
code code (
	.res (res),
	.status (status),
	.clk (fast_clk),
	.in_A (in_A),
	.in_B (in_B),
	.opcode (opcode),
	.led (led),
	.ubCounter (ubCounter),
	.i (i),
	.flg (flg)
);
assign flag = status;
assign in1 = in_A;
assign in2 = in_B;
assign opcd = opcode;
assign resul = res;
endmodule
module code 
(
	input wire [1:0] res,
	input wire status,
	input clk,
	output reg [1:0] in_A, in_B,
	output reg [4:0] opcode,
	output reg led,
	output reg [1:0] ubCounter,
	output reg [2:0] i,
	output reg flg
	);
reg [1:0] val_x, val_y;
initial begin
	i = 0;
	ubCounter = 0;
	val_x = 2'b00;
	val_y = 2'b10;
end
always @(posedge clk) begin
	case (i) 
		0: begin
				opcode = 2'b10;
				in_A = val_x[1];
				in_B = val_y[1];
				i = i + 1'b1;
			end
		1: i = i + 1'b1;
		2: begin
				if (res == 1'b1) begin
					flg = 1;
					in_A = val_x[0];
					in_B = val_y[0];
				end
				else begin
					opcode = 1'b1;
				end
				i = i + 1'b1;
			end
		3: begin
				if (flg == 1) begin
					if (res == 1) begin
						led = 1;
					end
					else begin
						opcode = 1;
					end
				end
				else begin
					if (status == 1) begin
						in_A = ubCounter;
						in_B = 1'b1;
						opcode = 0;
					end
					else begin
						in_A = ubCounter;
						in_B = 1'b1;
						opcode = 1;
					end
				end
				i = i + 1'b1;
			end
		4: begin
				if (flg == 1) begin
					if (status == 1) begin
						in_A = ubCounter;
						in_B = 1;
						opcode = 0;
					end
					else begin
						in_A = ubCounter;
						in_B = 1;
						opcode = 1;
					end
				end
				else begin
					ubCounter = res;
				end
				i = i + 1'b1;
			end
		5: begin
				if (flg == 1) begin
					ubCounter = res;
				end
				i = 0;
			end
	endcase	
end
endmodule
File: flow/config.mk
export PLATFORM = sky130hd
export DESIGN_NAME = Top
export DESIGN_NICKNAME = Top
export VERILOG_FILES = /design/flow/design.v
export SDC_FILE = /design/flow/constraint.sdc
export NUM_CORES = 4
export LEC_CHECK = 1
export CORE_AREA = 10 10 73 73
export DIE_AREA = 0 0 83 83
File: flow/constraint.sdc
current_design Top

set clk_period 2.5
set clk_io_pct 0.2

create_clock -name clk0 -period $clk_period [get_ports {fast_clk}]

set non_clock_inputs [all_inputs -no_clocks]
set_input_delay [expr $clk_period * $clk_io_pct] -clock clk0 $non_clock_inputs
set_output_delay [expr $clk_period * $clk_io_pct] -clock clk0 [all_outputs]
==> GITHUB_STEP_SUMMARY <==
## Synthesis and layout report

| Metric | Value |
|---|---|
| Outcome | `finished, final reports clean` |
| DR iter-0 viols | `6` |
| Mux frac, synth | `0.0140` |
| Synth Area in Adders | `0.157` |
| Async SR Flop Fraction | `0` |
| Antenna violations before repair | `0` |
| Total Die Area | `6890 sq um` |
| DR WL/cell | `10.6 microns` |
| Worst EP required | `2.00 ns` |
| CP Buf/Inv Count | `3` |
| DP HPWL | `1.07 mm` |
| Area growth syn-to-layout | `28.3%` |
| Tmin final | `2.39 ns` |
| Inst Count DP | `123` |
| Core area | `3740 sq um` |
| CTS Buf Count | `3` |
| Via density | `3.69` |
| First-pass GRT wire length | `2.06 mm` |
| Ant. Diodes | `0` |
| Clk pin slew, worst setup/hold paths | `0.05 ns` |
| Vias | `468` |
| CP Max Fanout | `5` |
| DIE HEIGHT | `83 microns` |
| Final slew viol count | `0` |
| Clock latency on the worst-skew pair | `0.23 ns` |
| OpenROAD warnings | `31` |
| Max Used Layer | `met4` |
| Cell Pwr Density | `371 nW/um^2` |
| Unrepaired setup endpoints after global routing | `true` |
| Final hold vios | `0` |
| Final setup viols | `0` |
| Antenna-violating nets left | `0` |
| Max-cap violation count | `0` |
| Hold buffers post-CTS | `0` |
| Dominant comb cell | `simple AND/OR/NAND/NOR gates` |
| Endpoint type of the worst setup path | `primary output` |
| Gate Count Post-Synth | `64` |
| Largest net degree at the start of global routing | `12` |
| Worst-path cell chain | `inv_1 -> ha_1 -> ha_1 -> inv_1 -> mux2i_1 -> nor2_1 -> dlxtn_2 -> clkbuf_2` |
| Yosys stat area | `716 sq um` |
| Crit Path Category | `reg2out` |
| Clock skew | `0.00656 ns` |
| Met3 routed WL | `221 microns` |
| Area share of xor/xnor cells in the synthesized design | `0` |
| FP Util | `0.191` |
| Endpoints left unconstrained | `2` |
| Synth warn | `2` |
| Register pins left without a clock | `2` |
| Die width | `83 microns` |
| FMAX | `0.418 GHz` |
| Fin cells | `127` |
| Main synth FF type | `edfxtp_1` |
| Routed wl met2 | `492 microns` |
| Slowest stage delay, CP | `0.41 ns` |
| Yosys cell types | `25` |
| Port Buffers | `13` |
| Final GP Congestion | `0.726` |
| Core Rows | `22` |
| # Cells Yosys | `64` |
| DRT met1 WL | `620 microns` |
| CTS Buffer Depth | `2` |
| Share of cells above drive strength 1 | `0.165` |
| Flops after synth | `12` |
| Startpoint Class | `flop` |
| Peak supply drop | `0.000265 V` |
| Root Driver | `clkbuf_8` |
| Residual DRC count | `0` |
| Pleak | `0.390 nW` |
| Wirelength, routed | `1.35 mm` |
| Grt total ovfl | `0` |
| CTS tree | `yes` |
| Max stage delay cell, worst path | `edfxtp_1` |
| EDFF count, synth | `10` |
| Critical path arrival | `1.89 ns` |
| Delay-heaviest family, CP | `adder cells` |
| Vias in the first global route | `453` |
| AND/OR/NAND/NOR Cells, Area Fraction | `0.161` |
| Fin crit share | `0.958` |
| Pre-Repair DR Iteration Count | `4` |
| Final worst slack | `0.106 ns` |
| Max H-tree Level | `1` |
| Total GRT Usage | `0.0348` |
| Syn_area_per_cell | `11.2 sq um` |
| Hold crit path type | `reg2reg` |
| Post-Place Setup Slack | `-0.0737 ns` |
| Filler instances | `409` |
| Cell area after synthesis | `716 sq um` |
| I/O pin total | `20` |
| Post-Synth AOI/OAI Area | `0.0804` |
## cells in the mapped netlist, types with 2 or more instances
library cell | n | area share
buf_4 | 6 | 0.063
and3_2 | 2 | 0.021
inv_1 | 6 | 0.031
edfxtp_1 | 10 | 0.42
conb_1 | 2 | 0.010
nand2b_4 | 2 | 0.038
nor2_1 | 3 | 0.016
ha_1 | 9 | 0.16
dlxtn_1 | 2 | 0.042
nand2_1 | 3 | 0.016
a21oi_1 | 5 | 0.035
## per-layer routing
layer / global-route usage / vias up
li1: - / 235
met1: 0.0433 / 207
met2: 0.0426 / 24
met3: 0.0335 / 2
met4: 0.00462 / 0
met5: 0 / -
## repair_timing
item | in CTS | in global routing
gates resized | 3 | 3
pin swaps | 1 | 0
setup endpoints to repair | 2 | 4
buffers inserted | 2 | 0
gates cloned | 0 | 0
## registers in the layout, summed over array words and instances (netlist names)
| name | flops |
|---|---|
| code.in_B | 1 |
| code.in_A | 2 |
| code.i | 3 |
| ALU.res | 2 |
| code.ubCounter | 2 |
| code.opcode | 2 |
## path summary, 6_finish.rpt
check | from | end | slack (ns) | depth (start not counted)
max | code.in_A[0]$_SDFFCE_PP0P_ | resul[1] | 0.11 | 8
min | code.ubCounter[0]$_DFFE_PP_ | code.in_A[0]$_SDFFCE_PP0P_ | 0.62 | 1
max reg2reg | code.in_A[0]$_SDFFCE_PP0P_ | code.in_B[0]$_DFFE_PP_ | 0.21 | 11
min reg2reg | code.ubCounter[0]$_DFFE_PP_ | code.in_A[0]$_SDFFCE_PP0P_ | 0.62 | 1
## cells by family (layout without fill, tap and decap cells)
| family | count (synthesis) | in the layout |
|---|---|---|
| flip-flops | 10 | 10 |
| multiplexers | 1 | 1 |
| AND/OR/NAND/NOR | 17 | 17 |
| latches | 2 | 2 |
| adder cells (fa/ha/maj) | 9 | 9 |
| other | 2 | 8 |
| AND-OR/OR-AND | 9 | 9 |
| buffers and inverters | 14 | 23 |
## final cells by class
cell class	count	area, sq um	area share
Tap cell	48	60.1	0.0654
Multi-Input combinational cell	44	330	0.360
Sequential cell	12	333	0.362
Inverter	6	22.5	0.0245
Timing Repair Buffer	14	131	0.143
Clock buffer	3	41.3	0.0450
## cells in the final DEF, fill, tap and decap left out, drive strengths merged
| cell type | n |
|---|---|
| inv | 6 |
| nand2b | 3 |
| buf | 1 |
| nor2b | 1 |
| or3 | 1 |
| and2 | 1 |
| nand4bb | 1 |
| nand2 | 3 |
| clkbuf | 4 |
| and3 | 2 |
| o311ai | 1 |
| conb | 8 |
| o21bai | 1 |
| dlxtn | 2 |
| nand4b | 1 |
| edfxtp | 10 |
| nor3 | 1 |
| ha | 9 |
| a21oi | 5 |
| dlygate4sd2 | 1 |
| o21ai | 1 |
| clkdlybuf4s50 | 11 |
| mux2i | 1 |
| nor2 | 3 |
| o211ai | 1 |
## where the power goes
group	total [mW]	internal (mW)	switching (mW)
Combinational	0.000783	0	0.000782
Sequential	0.183	0.183	0
Clock	0.156	0.104	0.0517
Total	0.340	0.288	0.0525
## metrics by stage
stage | hold WS [ns] | instance area (sq um) | TNS, ns | total power, mW | utilization
after floorplan | 0.555 | 738 | 0 | 0.193 | -
after global placement | 0.605 | 868 | -0.0229 | 0.188 | 0.232
after detailed placement | 0.607 | 868 | -0.0737 | 0.187 | 0.232
after CTS | 0.624 | 918 | -0.307 | 0.345 | 0.245
after global routing | 0.655 | 918 | -0.0355 | 0.352 | 0.245
final | 0.625 | 918 | 0 | 0.340 | 0.245
Power figures rest on the tool's default switching activity, not on a simulated workload.
