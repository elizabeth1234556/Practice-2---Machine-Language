==> flow/design.v <==
module Clock_divider (
	input fast_clk,
	output reg clk
);
	reg [12:0] counter;
	always@(posedge fast_clk) begin
		if (counter != 5000) begin
			counter = counter + 1'b1;
			clk = 0;
		end
		else begin
			clk = 1;
			counter = 0;
		end
	end
endmodule
==> flow/run.sh <==
#!/bin/bash
# OpenROAD 26Q1-2900-gdf79404cd8, Yosys 0.63+post, stock flow scripts
make -C /OpenROAD-flow-scripts/flow DESIGN_CONFIG=/design/flow/config.mk WORK_HOME=/design/flow/orfs finish
==> flow/config.mk <==
export PLATFORM = sky130hd
export DESIGN_NAME = Clock_divider
export DESIGN_NICKNAME = Clock_divider
export VERILOG_FILES = /design/flow/design.v
export SDC_FILE = /design/flow/constraint.sdc
export NUM_CORES = 4
export LEC_CHECK = 1
export CORE_AREA = 10 10 70 70
export DIE_AREA = 0 0 80 80
==> flow/constraint.sdc <==
current_design Clock_divider

set clk_period 3.3
set clk_io_pct 0.2

create_clock -name clk0 -period $clk_period [get_ports {fast_clk}]

set non_clock_inputs [all_inputs -no_clocks]
set_input_delay [expr $clk_period * $clk_io_pct] -clock clk0 $non_clock_inputs
set_output_delay [expr $clk_period * $clk_io_pct] -clock clk0 [all_outputs]
==> results.yml <==
# synthesis and place-and-route metrics
floorplanning:
  core_um2: 3420
  fp_util: 0.174
  dieWidth_um: 80
  io-pin-count: 2
  chipArea_um2: 6400
  rows: 21
  die_h_um: 80
critical_path:
  crit_chain: "clkdlybuf4s50_1"
  criticalPathCategory: "register to primary output"
  path_buffers: 1
  cp-end-kind: "primary output"
  crit_fanout: 1
  crit_slowest_cell: "clkdlybuf4s50_1"
  cp.arrival_ps: 1050
  crit_required_ps: 2640
  path_delay_family: "buffers and inverters"
  cpPeakStageDelay_ps: 460
  critPathLaunchType: "register"
  regToRegSetupSlack_ps: 1710
power:
  finalPower_uw: 291
  p_per_area_nw_per_um2: 417
  internal_power_uw: 236
  p_comb_frac: 0
  sw_frac_of_total: 0.190
  ir_drop_mv: 0.243
  p_leak_nw: 0.286
  clkPwrFrac: 0.420
  switchingPower_uw: 55.3
  seqPwrFrac: 0.580
cts:
  postCtsHoldBufs: 0
  clk_latency_ps: 280
  clk_path_buf_depth: 2
  clock-sinks: 14
  h-tree-depth: 1
  cts_made_buffers: 3
  path_clk_slew_ps: 90
  cts-root-buf: "clkbuf_4"
  ctsResizeCount: 0
  cts_setup_buffers: 0
  cts_tree: "built"
routing:
  vias: 427
  drt_iter0_drc: 24
  routed_wl_um: 944
  first_pass_iters: 4
  post_drt_via_cell_ratio: 3.85
  antenna_left: 0
  diodes: 0
  wl_per_cell_um: 8.50
  drc_errors: 0
global_route:
  grt_pass1_vias: 404
  track_usage: 0.0306
  grt_pass1_wl_um: 1700
  grt_overflow: 0
  grt_antenna_before_repair: 0
  grt_max_degree: 10
final_timing:
  setup_viol: 0
  fin_crit_ps: 1710
  relSlewSlack: 0.642
  fmax_mhz: 585
  hold_viol: 0
  hold_ws_ps: 489
  worst_pin_slew_ps: 533
  rsz0062_at_grt: "false"
  clock_skew_ps: 2.32
  slew_violations: 0
  tns_ps: 0
  period_used_share: 0.518
synth:
  yosys.cell_types.count: 21
  ys_warn_count: 1
  synth_seq_share: 0.472
  synth_area_per_cell_um2: 9.91
  synth_cells: 60
  numSynthFlops: 14
  ys_area_um2: 594
  synth_area_um2: 594
  ys_cells: 60
final_layout:
  layout-drive-gt1-share: 0.108
  utilization: 0.204
  area_growth_pct: 17.5
  fin_area_um2: 698
hold_path:
  hold_class: "register to register"
run_status:
  status: "complete, no violations"
placed_design:
  placed_area_um2: 662
  port_buffers: 1
  gp_routability_congestion: 0.767
  dpl.hpwl_um: 657
job:
  warnings: 26
  max_cap_violations: 0
[logic make-up after synthesis]
kind of cell    count (synthesis)  share of synthesized area
compound gates                  8                     0.0758
xor+xnor                        7                      0.103
fa+ha+maj                       2                     0.0421
buf+inv                         4                     0.0253
flops                          14                      0.472
simple gates                   25                      0.282
[Yosys cell counts, drive strengths merged]
cell type	n	share of area
nand2b	1	0.011
xor2	5	0.074
nor3	2	0.017
or4	2	0.025
o21ai	2	0.017
or4b	1	0.023
nand2	2	0.013
o31ai	2	0.025
or3	2	0.021
inv	4	0.025
nand4bb	1	0.019
xnor2	2	0.029
dfxtp	14	0.47
nand4	3	0.042
nor2	5	0.032
ha	2	0.042
a21oi	4	0.034
nand3	4	0.034
nor4	1	0.036
nor2b	1	0.011
[final timing paths]
check | start | to | depth (start not counted)
hold / removal | counter[0] | counter[0] | 1
hold reg to reg | counter[0] | counter[0] | 1
setup reg to reg | counter[0] | counter[12] | 4
setup / recovery | clk | clk | 1
[cell type report]
class / instances / area (um^2)
clock buffer: 4 / 36.3
fill: 381 / 2720
inverter: 4 / 15.0
multi-input combinational: 42 / 299
sequential: 14 / 280
tap: 46 / 57.6
timing repair buffer: 1 / 10.0
[registers in the layout (all words and copies together), names as in the netlist]
| register | flops |
|---|---|
| counter | 13 |
| clk | 1 |
[layer usage]
metal / GRT usage / part of all wire / vias up
met3: 0.0114 / 0.049 / 0
met5: 0 / 0 / -
met4: 0.00528 / 0 / 0
li1: - / - / 222
met2: 0.0465 / 0.42 / 4
met1: 0.0410 / 0.53 / 201
[cells in the final DEF, fill, tap and decap left out, drive strengths merged]
| cell type | netlist | final |
|---|---|---|
| nand2b | 1 | 1 |
| nor4 | 1 | 1 |
| clkdlybuf4s50 | 0 | 1 |
| nand3 | 4 | 4 |
| nand2 | 2 | 2 |
| nand4bb | 1 | 1 |
| a21oi | 4 | 4 |
| o31ai | 2 | 2 |
| nor2b | 1 | 1 |
| xnor2 | 2 | 2 |
| nand4 | 3 | 3 |
| inv | 4 | 4 |
| xor2 | 5 | 5 |
| o21ai | 2 | 2 |
| nor2 | 5 | 5 |
| nor3 | 2 | 2 |
| or3 | 2 | 2 |
| dfxtp | 14 | 14 |
| clkbuf | 0 | 4 |
| or4 | 2 | 2 |
| or4b | 1 | 1 |
| ha | 2 | 2 |
[through the flow]
stage / std cells / worst slack (ps)
2_1_floorplan: 60 / 1890
3_3_place_gp: 107 / 1750
3_5_place_dp: 107 / 1770
4_1_cts: 111 / 1570
5_1_grt: 111 / 1530
6_report: 111 / 1590
[power by group through the flow]
| stage | clock network (mW) | registers (mW) | logic, mW |
|---|---|---|---|
| CTS | 0.125 | 0.169 | 0.000000152 |
| global route | 0.133 | 0.169 | 0.000000152 |
| finish | 0.122 | 0.169 | 0.000000152 |
Power and IR drop assume default switching activity.
